## config.mk

```make
export PLATFORM = sky130hd
export DESIGN_NAME = ControllerFSM
export DESIGN_NICKNAME = ControllerFSM
export VERILOG_FILES = /design/flow/design.v
export SDC_FILE = /design/flow/constraint.sdc
export NUM_CORES = 4
export LEC_CHECK = 1
export CORE_AREA = 10 10 70 70
export DIE_AREA = 0 0 80 80
```

## constraint.sdc

```tcl
current_design ControllerFSM

set clk_period 1.5
set clk_io_pct 0.2

create_clock -name clk0 -period $clk_period [get_ports {clock}]

set non_clock_inputs [all_inputs -no_clocks]
set_input_delay [expr $clk_period * $clk_io_pct] -clock clk0 $non_clock_inputs
set_output_delay [expr $clk_period * $clk_io_pct] -clock clk0 [all_outputs]
```

## design.v

```verilog
`default_nettype none
module ControllerFSM(clock, startTask1, finishTask1, startTask2a, finishTask2a
,startTask2b, finishTask2b);
    input logic clock;
    output logic startTask1, startTask2a, startTask2b;
    input logic finishTask1, finishTask2a, finishTask2b;
    reg[6:0] state;
    parameter initialize                = 7'b0000_0_0_0;
    parameter start_task_1              = 7'b0001_0_0_1;
    parameter wait_for_task1_finish     = 7'b0010_0_0_0;
    parameter start_task_2a             = 7'b0011_0_1_0;
    parameter wait_for_task_2a_finish   = 7'b0100_0_0_0;
	 parameter start_task_2b             = 7'b0101_1_0_0;
	 parameter wait_for_task_2b_finish   = 7'b0110_0_0_0;
    assign startTask1 = state[0];
    assign startTask2a = state[1];
	 assign startTask2b = state[2];
    always_ff @(posedge clock) begin
		case (state)
			initialize: 					state <= start_task_1;  
			start_task_1: 					state <= wait_for_task1_finish;
			wait_for_task1_finish: 		state <= (finishTask1) ? start_task_2a : wait_for_task1_finish;
			start_task_2a: 				state <= wait_for_task_2a_finish;
			wait_for_task_2a_finish: 	state <= (finishTask2a) ? start_task_2b : wait_for_task_2a_finish;
			start_task_2b:					state <= wait_for_task_2b_finish;
			wait_for_task_2b_finish:	state <= wait_for_task_2b_finish;
			default: state <= initialize;
        endcase
    end
endmodule
```

## run.sh

```bash
#!/bin/bash
# OpenROAD 26Q1-2900-gdf79404cd8, Yosys 0.63+post, stock flow scripts
make -C /OpenROAD-flow-scripts/flow DESIGN_CONFIG=/design/flow/config.mk WORK_HOME=/design/flow/orfs finish
```

==> results_slide.txt <==
Physical Implementation Snapshot

Run status
  • Status: finished clean

Floorplanning
  • Chip width: 80 um
  • Die Size: 6400 um^2
  • Die span in y: 80 um
  • Initial Util: 7.839%
  • I/O pin count: 7
  • Core ar.: around 3400 um^2
  • Rows: 21

Synth
  • Yosys chip area: 267.8 um^2
  • Synthesized cell area: 267.8 um^2
  • Yosys cell count: 26
  • Cell Type Count: 17
  • Yosys warnings: 1
  • Post-synthesis cell count: 26
  • Register bit total from synthesis: 6
  • Syn Area/Cell: 10.30 um^2
  • Post-synth seq share: 44.86%

Finish
  • Biggest regs: state: 6 flops
  • Max reg flops: 6
  • Top reg by flops: state
  • Non-filler instance count after layout: about 80
  • Post-synthesis to final-layout area growth: 49.53%
  • Fin util: 11.72%
  • Layout cells sized above 1: 26.47%

Timing
  • Final setup skew: 0.005183 ns
  • Final setup fails: 0
  • Final Cycle Share: 97.26%
  • Period minus WS final: 1.459 ns
  • Slew headroom: 79.37%
  • Final max-slew violation count: 0
  • Max Clock Freq: 0.6854 GHz
  • Actual slew at the worst max-slew pin: 0.3069 ns
  • Endpoints failing hold: 0
  • Worst Hold Slack: 0.5056 ns
  • RSZ-0062 raised after global routing: no
  • Setup TNS: 0 ns

Critical path
  • FF-to-FF Start: state[5]
  • Cell family with most CP delay: buffers and inverters
  • CP Launch Type: register
  • CP max stage cell: clkdlybuf4s50_1
  • Slowest stage delay, CP: 0.51 ns
  • Worst path arrival time: around 1.2 ns
  • R2R setup slack: 0.53 ns
  • Reg2reg end: state[5]
  • Critical Path Sink Type: output port
  • Worst R2R Path Depth: 2
  • Critical path type: reg -> out
  • Critical path, cell by cell: clkdlybuf4s50_1
  • Crit Path Max Fanout: 5
  • Worst Path Buf+Inv: 1
  • WP data required: ~1.2 ns

Drt
  • Met3 WL post-DR: 20 um
  • Drt drc: 0
  • Antenna viol nets, final: 0
  • Iter 0 DRT Violations: 6
  • Metal2 WL: 261 um
  • DR pass1 iterations: 4
  • Wl on met1: about 280 um
  • Vias: around 230
  • Post-Route WL: 599 um
  • Top layer in use: met4
  • Vias/cell: 2.825
  • Antenna Cells: 0
  • Wirelength per Cell: around 7.5 um

Clocking
  • CTS sink cnt: 6
  • Num CTS Buffers: 3
  • CTS H-tree lvls: 1
  • CTS root buf: clkbuf_4
  • Clk slew on worst S/H paths: approximately 0.050 ns
  • CTS max path bufs: 2
  • Clk ins delay skew pair: 0.25 ns
  • CTS tree: built

Global routing
  • Largest net degree at the start of global routing: 8
  • First-pass GRT wire length: 903 um
  • Initial antenna violation count: 0
  • GRT overflow: 0
  • Number of global-route vias before repair: about 220
  • Tot GR Track Use: 1.695%

Pwr
  • Internal power: 373.5 uW
  • Clock group share of total power: 28.6%
  • Lkg Pwr: roughly 0.14 nW
  • Comb pwr share: 25.8%
  • Worst VDD drop: about 0.50 mV
  • Psw: 154.5 uW
  • Flop pwr share: 45.6%
  • Power Dens Cells: between 1000 and 1500 nW/um^2
  • Sw Ratio: between 20% and 30%

Worst hold path
  • End of the worst hold path: state[4]
  • Min-Delay Startpoint: state[1]
  • Worst Hold Depth: 1
  • HP Class: reg -> reg

Placement
  • Routability congestion estimate from global placement: 0.7642
  • Buffers on Ports: 5
  • Placed insts: 77

Flow run
  • Log Warnings: 26
  • Max cap viols: 0
==> routing by layer <==
metal / up-vias / global-route usage (%)
met1: 105 / 2.009
met5: - / 0
met3: 4 / 0.4545
li1: 112 / -
met2: 5 / 2.568
met4: 0 / 1.232
==> stage by stage <==
| step | total power, mW | setup WS, ns | instance area, um^2 |
|---|---|---|---|
| after floorplan | 0.3329 | 0.5841 | 267.8 |
| after global placement | 0.3730 | 0.2551 | 375.4 |
| after detailed placement | 0.3795 | 0.2369 | 375.4 |
| after CTS | 0.5349 | 0.01924 | 400.4 |
| after global routing | 0.5680 | 0.003026 | 400.4 |
| final | 0.5280 | 0.04106 | 400.4 |
==> kinds of logic (layout without fill, tap and decap cells) <==
kind of cell,after synthesis,in the layout,share of synthesized area (%)
flops,6,6,44.86
buf+inv,1,9,1.401
simple gates,13,13,38.79
compound gates,6,6,14.95
==> power groups by stage <==
stage                 logic (mW)  registers, mW  clock network, mW
final                      0.136          0.241              0.151
after global routing       0.157          0.245              0.167
after CTS                  0.139          0.239              0.157
==> repair_timing <==
| item | 4_1_cts | 5_1_grt |
|---|---|---|
| setup buffers | 0 | 0 |
| gates resized | 2 | 0 |
| hold buffers | 0 | 0 |
| endpoints found under the setup margin | 2 | 0 |
==> layout make-up <==
cell class                 count  area, um^2
multi-input combinational     19       143.9
timing repair buffer           5       50.05
fill                         409        3015
clock buffer                   3       22.52
sequential                     6       122.6
tap                           46       57.56
inverter                       1       3.754
==> Yosys cell counts, drive strengths merged <==
cell    n  area (um^2)
nor2b   2        12.51
nand4b  1        8.760
nor4    1        12.51
and3b   1        10.01
nand3b  1        7.510
o21a    1        7.510
and2b   1        7.510
nor2    1        3.750
o22ai   1        12.51
a21oi   3        15.01
inv     1        3.750
or3b    1        8.760
o21ai   1        5.000
nor3b   2        20.02
and3    2        12.51
dfxtp   6        120.1
==> how the worst max path moves through the flow <==
stage | startpoint | end | cells past startpoint
after global routing | state[1] | startTask2a | 1
after CTS | state[1] | startTask2a | 1
final | state[1] | startTask2a | 1
==> cell usage in the layout (no fill, tap or decap), types with 2 or more instances in the layout <==
| cell type | synthesis | layout |
|---|---|---|
| clkdlybuf4s50_1 | 0 | 5 |
| dfxtp_1 | 6 | 4 |
| a21oi_1 | 3 | 3 |
| clkbuf_4 | 0 | 3 |
| nor2b_1 | 2 | 2 |
| and3_1 | 2 | 2 |
| dfxtp_2 | 0 | 2 |
Power is estimated from default activity; no workload was simulated.
